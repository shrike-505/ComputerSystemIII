==> /design/flow/design.v <==
module DataPackage(  
    input logic [63:0] alu_res,
    input logic [3:0] memdata_width,
    input logic [63:0] read_data,
    output logic [63:0] wdata_data_packaged,
    output logic [7:0] wdata_mask_packaged
);
    integer loc = {29'b0, alu_res[2:0]};
    integer mask_width;
    always_comb begin
        mask_width = {28'b0, memdata_width} * 8;
        for (integer i = 0; i < 8; i = i + 1) begin
            if (i < loc + mask_width / 8 && i >= loc) begin
                wdata_mask_packaged[i] = 1;
            end else begin
                wdata_mask_packaged[i] = 0;
            end
        end
        for (integer i = 0; i < 64; i = i + 1) begin
            if (i < loc * 8) begin
                wdata_data_packaged[i] = 0;
            end else begin
                wdata_data_packaged[i] = read_data[i - loc * 8];
            end
        end
    end
endmodule
==> /design/flow/run.sh <==
#!/bin/bash
# OpenROAD 26Q1-2900-gdf79404cd8, Yosys 0.63+post, stock flow scripts
make -C /OpenROAD-flow-scripts/flow DESIGN_CONFIG=/design/flow/config.mk WORK_HOME=/design/flow/orfs finish
==> /design/flow/config.mk <==
export PLATFORM = sky130hd
export DESIGN_NAME = DataPackage
export DESIGN_NICKNAME = DataPackage
export VERILOG_FILES = /design/flow/design.v
export SDC_FILE = /design/flow/constraint.sdc
export NUM_CORES = 4
export LEC_CHECK = 1
export CORE_AREA = 10 10 113 113
export DIE_AREA = 0 0 123 123
==> /design/flow/constraint.sdc <==
current_design DataPackage

set clk_period 3.2
set clk_io_pct 0.2

create_clock -name clk0 -period $clk_period

set non_clock_inputs [all_inputs -no_clocks]
set_input_delay [expr $clk_period * $clk_io_pct] -clock clk0 $non_clock_inputs
set_output_delay [expr $clk_period * $clk_io_pct] -clock clk0 [all_outputs]
==> notes.md <==
Implementation progress

The starting density of the core stands at 30.8%. Per the layout area report, the register area comes to 0 µm². The setup TNS after final layout stands at 0 ns.

The total overflow left after global routing is 0. The largest net degree at the start of global routing stands at 51. The global routing report lists met2 layer usage as 29.5%. The synthesized netlist devotes 20.7% of its cell area to compound gates. The count of cells along the worst hold path stands at 5. Including well taps, the total number of placed cells is 628. The post-layout minimum cycle time stands at 3.14 ns. Yosys stat counts 323 cells in the synthesized netlist. On the critical path the data arrives at 2.50 ns. Before any placement, the netlist area is recorded as 3180 µm². Setup slack on the critical path of the routed design comes to 0.0622 ns. The mean instance size in the synthesized netlist stands at 9.85 µm². The post-layout utilization of the core stands at 54.7%. The total power per unit cell area stands at 183 nW/µm². In the final report, the number of pins over their slew limit comes to 0. The share of synthesized area spent on multiplexers stands at 50.3%. The critical path is of the in -> out type. The met1 global-route usage stands at 23.9%.

According to the cell report, flip-flops and latches in the layout number 0. According to the report, the first pass of detailed routing completed in 4 iterations. The unique cell type count in the Yosys netlist stands at 37.

Of the total synthesized cell area, the portion taken by XOR and XNOR cells is 0.275%. The all-layer global routing usage stands at 17.6%. Global routing consumed, on the met3 layer, 5.46% of the routing resources.

The total via count in the routed design stands at 3798. Per the synthesis report, the single largest cell type by area occupies 45.3% of cell area. The horizontal die dimension reported for this design is 123 µm.

The number of buffers and inverters on the critical path is 2. The highest ir drop seen on vdd stands at 0.0000716 V. Sorting the Yosys area breakdown by cell type puts at the top mux4_2. The total wire length after detailed routing stands at 14.0 mm.

The first-pass GRT wire length stands at 20.9 mm. Of the total synthesized cell area, the portion taken by AND, OR, NAND and NOR gates is 13.0%. The worst setup path is captured at an output pin.

Per the final timing report, the hold violations number 0. The leakage power summed over all cells stands at 2.43 nW. The vertical die dimension stands at 123 µm. Summing over the stages, the warning tally comes to 101. The total number of yosys warnings stands at 1.

Yosys shows that the main logic family after synthesis is multiplexers. The peak per-stage delay on the critical path stands at 0.58 ns. The initialized floorplan defines 37 standard-cell rows. Per the post-place timing report, worst setup slack is -0.539 ns. For this run, the final setup violation count is recorded as 0.

STA classifies the critical path startpoint as an input pin. Note that the worst hold path type here is in -> out. The data required time reported for the critical path is 2.56 ns. The proportion of layout cells with a drive suffix above 1 stands at 37.5%.

The largest fanout on the critical path stands at 4. The number of design-rule violations left by the first detailed-router iteration stands at 302. The slowest stage of the critical path belongs to the cell fa_2. After detailed routing, the number of remaining DRC violations is 0. The routed via count divided by cell count stands at 5.79. Yosys reports a chip area of 3180 µm². The kind of cell with the highest combined delay along the critical path is adder cells.

Measured against its own limit, the worst slew margin works out to 70.9%. The mean routed wirelength per cell stands at 21.4 µm. At the pin with the least slew margin, the transition time is 0.436 ns. Per Yosys stat, the portion of area used by sequential elements is 0%. The final power report lists total power as 0.00103 W.

The core region is 10300 µm². The number of placed I/O pins stands at 204. Counting instances in the post-synthesis netlist gives the leading cell types as 64 x mux4_2, 32 x a22o_1, 31 x nand2_1, 22 x a21oi_1, 20 x inv_1.

The HPWL after detailed placement stands at 10.6 mm. In the post-synthesis netlist, the cell with the most instances is mux4_2. The global router reports that the layer with the highest usage is met2.

The via count of the first global-routing pass stands at 3865. The reported max-cap violation count stands at 0. The highest clock frequency the design can meet stands at 319 MHz. The adder and majority gate portion of the synthesized area stands at 6.92%. The cell depth of the worst setup path stands at 7. The count of input and output buffers stands at 143. The number of antenna violations at the first check in global routing stands at 0. The final worst-path cycle share stands at 98.1%. Synthesis produced a netlist whose cell count is 323.

The number of filler instances in the final layout stands at 838. The antenna diode instance count stands at 0. The cell sequence reported for the critical path is dlygate4sd2_1 -> ha_2 -> fa_2 -> nand2_2 -> nor2_2 -> a2bb2oi_2 -> clkdlybuf4s50_1.

In the post-synthesis netlist, the biggest area contributors are mux4_2 45%, a22o_1 8.8%, ha_1 6.3%. Relative to the synthesized area, the layout overhead comes to 77.5%. RePlAce ended its routability-driven mode at a weighted congestion of 0.888. The run finished with clean final reports. For this run, the number of standard cells in the final layout without fillers is 656. The area of the die stands at 15100 µm². The post-route antenna net violation count stands at 0. The number of clock buffer instances in the layout stands at 0.
-- cell type report --
class	count	area, µm²	share of cell area, %
inverters	21	83.8	1.48
multi-input cells	269	3140	55.5
well taps	136	170	3.01
repair buffers	230	2260	40.0
-- metrics by stage --
| step | hold WS [ns] | area (µm²) |
|---|---|---|
| detailed placement | 2.22 | 5060 |
| global route | 2.08 | 5650 |
| finish | 2.05 | 5650 |
| CTS | 2.02 | 5350 |
| floorplan | 1.37 | 3190 |
| global placement | 2.23 | 5060 |
-- kinds of logic after synthesis --
group           count (synthesis)
compound gates                 88
simple gates                   83
mux                            80
buf+inv                        54
fa+ha+maj                      17
xor+xnor                        1
-- where the power goes --
part,internal [W],switching (W)
combinational,0.000636,0.000395
sequential,0,0
clock,0,0
total,0.000636,0.000395
-- path summary, 6_finish.rpt --
kind | startpoint | endpoint
worst max-delay path | memdata_width[0] | wdata_mask_packaged[6]
worst min-delay path | alu_res[0] | wdata_mask_packaged[0]
-- cells in the final DEF (no fill, tap or decap), types with 11 or more instances in the layout --
cell / count
inv_1: 16
a21oi_1: 18
clkdlybuf4s50_1: 127
buf_4: 68
a22o_1: 32
dlymetal6s2s_1: 11
mux4_2: 64
mux2i_1: 16
nor2_1: 11
nand2_1: 29
-- what timing repair did --
item                                    in CTS  in global routing
gates cloned                                 0                  2
pin swaps                                    8                 10
resized                                     45                 45
hold buffers                                 0                  0
endpoints found under the setup margin      56                 43
setup buffers                               13                 13
hold endpoints to repair                     0                  0
-- routing by layer --
layer | share of wire [%] | vias to the layer above | routed length (µm)
met5 | 0 | - | 0
met4 | 0.55 | 0 | 77
met3 | 10 | 10 | 1430
met2 | 48 | 211 | 6730
met1 | 41 | 1861 | 5790
li1 | - | 1716 | -
No activity file was given, so power comes from the tool's default toggle rates.
