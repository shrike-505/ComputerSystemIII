## run.sh

```bash
#!/bin/bash
# OpenROAD 26Q1-2900-gdf79404cd8, Yosys 0.63+post, stock flow scripts
make -C /OpenROAD-flow-scripts/flow DESIGN_CONFIG=/design/flow/config.mk WORK_HOME=/design/flow/orfs finish
```

## constraint.sdc

```tcl
current_design ForwardingMux

set clk_period 1.0
set clk_io_pct 0.2

create_clock -name clk0 -period $clk_period

set non_clock_inputs [all_inputs -no_clocks]
set_input_delay [expr $clk_period * $clk_io_pct] -clock clk0 $non_clock_inputs
set_output_delay [expr $clk_period * $clk_io_pct] -clock clk0 [all_outputs]
```

## design.v

```verilog
module ForwardingMux(
    input logic forward_a,
    input logic forward_b,
    input logic [63:0] read_data_1,
    input logic [63:0] read_data_2,
    input logic [63:0] rs1_sel,
    input logic [63:0] rs2_sel,
    output logic [63:0] real_read_data_1,
    output logic [63:0] real_read_data_2
);
    always_comb begin
        real_read_data_1 = forward_a ? rs1_sel : read_data_1;
        real_read_data_2 = forward_b ? rs2_sel : read_data_2;
    end
endmodule
```

## config.mk

```make
export PLATFORM = sky130hd
export DESIGN_NAME = ForwardingMux
export DESIGN_NICKNAME = ForwardingMux
export VERILOG_FILES = /design/flow/design.v
export SDC_FILE = /design/flow/constraint.sdc
export NUM_CORES = 4
export LEC_CHECK = 1
export CORE_AREA = 10 10 155 155
export DIE_AREA = 0 0 165 165
```

==> notes.org <==
#+TITLE: Flow metrics

** Worst setup path
- Critical Setup Path Class :: primary input to primary output
- Data arrival at the endpoint of the critical path :: slightly below 1000 ps
- Worst path max stage delay :: about 290 ps
- WP data required :: roughly 800 ps
- The critical path maximum fanout is 7.
- CP max-delay cell :: mux2_4
- Startpoint kind of the worst setup timing path :: primary input
- Category of the worst setup path capture point :: primary output
- Walking the worst path, the cells encountered are buf_16, buf_16, buf_6, mux2_4, buf_6.

** Final layout
- Number of sequential storage elements :: 0
- The finished cells cover 6440 um2.
- Per the layout report, the design carries 0 clock buffers.
- Leaving out filler cells and counting taps, the final layout contains about 800.
- Storage element area :: 0 um2
- Share of layout cells above drive strength 1 :: about 53%
- Share of the core filled with cells in the final layout :: about a third
- The area taken by multi-input combinational cells is reported as between 1500 and 2000 um2.
- The layout has about 2.2k filler cells.
- P&R area growth vs syn :: 199%

** Route
- In the final routed layout, each cell accounts on average for approximately 22 um.
- Post-route ant nets :: 0
- Count of vias placed by the detailed router :: roughly 2.9k
- # DRC :: 0
- DRT iter0 DRCs :: 53
- DR vias/cell :: ~3.5
- Final Routed Wirelength :: 17.7 mm
- Number of search-and-repair iterations in the first detailed-routing pass :: 2

** STA
- For the final routed database, the setup TNS stands at -11430 ps.
- The final timing report gives a worst setup slack of -190 ps.
- Worst hold slack after final layout :: between 600 and 700 ps
- Slew margin rel. :: between 90% and 100%
- Setup repair after global routing could not meet its margin everywhere.
- Number of setup violations in the final report :: between 100 and 150
- For the pin with the worst max-slew slack, the measured transition is 134 ps.
- Derived from the worst setup path, the maximum achievable clock frequency is about 0.84 GHz.
- Per the final timing report, the hold violations number 0.
- Crit path time final :: 1190 ps
- Max-slew violation total from the final report :: 0
- Period utilization :: 119%

** Clock tree
- The post-CTS hold buffer count recorded in the log is 0.

** Die
- For reference, the placement row count at floorplan is 52.
- I/O pin cnt :: just under 400
- At the floorplan stage, the core utilization is reported as 10.5%.
- Die outline height :: about 170 um
- Area of the core region :: roughly 20000 um2
- In this run the full chip footprint comes out at around 27000 um2.
- The die is approximately 170 um wide.

** Status
- The run finished, with violations left.
- The final reports fail on setup timing.

** Placed design
- RD Place Congestion :: around 0.89
- # port buffers :: about 390
- HPWL after detailed placement :: 16.0 mm
- In this run the cell area measured after placement is 6270 um2.
- After detailed placement, the design holds a cell count of between 700 and 800.
- Post-placement setup slack :: -611 ps

** Global routing
- For this run, the total global-route usage over all layers was measured as a little under an eighth.
- The via count of the first global-routing pass is 3318.
- Total global routing overflow :: 0
- Entering global routing, the biggest net connects 9 pins.
- Antenna violations before repair :: 12
- The first global-routing pass estimated 23.6 mm of wire.

** Synthesis
- Synthesis produced a netlist whose cell count is 142.
- Count of different cell masters after synthesis :: 4
- Number of standard cells reported by yosys :: between 100 and 150
- Warnings reported by Yosys during synthesis add up to 1.
- Before any placement, the netlist area is recorded as ~2200 um2.
- Dividing the synthesized area by the synthesized cell count gives around 15 um2.
- Post-synthesis chip area from yosys :: 2150 um2
- Sequential area share after synthesis :: 0%

** Worst hold path
- Checking hold timing, the worst path is listed with class primary input to primary output.

** Job
- Max-cap violation count :: 0
- OpenROAD emitted warnings numbering 34.

** Power and ir drop
- Overall power :: roughly 2.6 mW
- Worst vdd ir :: between 0.2 and 0.25 mV
- Leak pwr :: 3.54 nW
- The flow reported a cell area power density of just over 400 nW/um2.
## power by group
group | internal [mW] | total, mW | switching [mW]
clock | 0.00000107 | 0.00000107 | 0
combinational | 1.93 | 2.59 | 0.657
sequential | 0 | 0 | 0
total | 1.93 | 2.59 | 0.657
## logic make-up after synthesis
kind of cell           synth area share, %
buffers and inverters                 12.2
muxes                                 87.8
## repair_timing
action	CTS	global route
buffers inserted	8	0
gates resized	781	41
cloned	9	0
setup endpoints to repair	128	128
## worst max-delay path: cells and delay by family
kind                   cells  cell delay, ps
buffers and inverters      4             490
multiplexers               1             290
## path summary, 6_finish.rpt
path,start,end,slack (ps),depth (start not counted)
hold / removal,read_data_2[16],real_read_data_2[16],690,3
setup / recovery,forward_b,real_read_data_2[4],-190,5
## cell type report
| cell class | count | area share, % |
|---|---|---|
| Tap cell | 270 | 5.25 |
| Multi-Input combinational cell | 128 | 29.9 |
| Timing Repair Buffer | 414 | 64.6 |
| Antenna cell | 8 | 0.311 |
## cell usage after synthesis
library cell	number	area share (%)
mux2_2	8	4.2
buf_6	2	1.0
mux2_4	120	84
buf_12	12	11
## layout by cell type, fill, tap and decap left out
cell type,Yosys,layout
buf_8,0,6
buf_12,12,6
clkdlybuf4s50_1,0,2
buf_6,2,103
clkdlybuf4s15_1,0,3
mux2_4,120,128
dlygate4sd2_1,0,231
buf_2,0,32
buf_16,0,11
diode_2,0,8
dlymetal6s2s_1,0,20
## per-layer routing
metal  track usage (%)  vias to the layer above  wire length, um
li1                  -                     1363                -
met1              11.4                     1255             5860
met2              23.4                      254             9300
met3              5.64                       14             2410
met4             0.322                        0              133
met5                 0                        -                0
Power is estimated from default activity; no workload was simulated.
